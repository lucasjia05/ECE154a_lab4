<file path="design/flow/run.sh">
#!/bin/bash
# OpenROAD 26Q1-2900-gdf79404cd8, Yosys 0.63+post, stock flow scripts
make -C /OpenROAD-flow-scripts/flow DESIGN_CONFIG=/design/flow/config.mk WORK_HOME=/design/flow/orfs finish
</file>
<file path="design/flow/config.mk">
export PLATFORM = sky130hd
export DESIGN_NAME = ucsbece154a_alu
export DESIGN_NICKNAME = ucsbece154a_alu
export VERILOG_FILES = /design/flow/design.v
export SDC_FILE = /design/flow/constraint.sdc
export NUM_CORES = 4
export LEC_CHECK = 1
export CORE_UTILIZATION = 40
</file>
<file path="design/flow/constraint.sdc">
current_design ucsbece154a_alu

set clk_period 27.8
set clk_io_pct 0.2

create_clock -name clk0 -period $clk_period

set non_clock_inputs [all_inputs -no_clocks]
set_input_delay [expr $clk_period * $clk_io_pct] -clock clk0 $non_clock_inputs
set_output_delay [expr $clk_period * $clk_io_pct] -clock clk0 [all_outputs]
</file>
<file path="design/flow/design.v">
module ucsbece154a_alu(
  input  logic [31:0] a,
  input  logic [31:0] b,
  input  logic [2:0]  f,
  output logic [31:0] result,
  output logic        zero,
  output logic        overflow,
  output logic        carry,
  output logic        negative
);
localparam    [2:0] ALUcontrol_add = 3'b000;
localparam    [2:0] ALUcontrol_sub = 3'b001;
localparam    [2:0] ALUcontrol_and = 3'b010;
localparam    [2:0] ALUcontrol_or  = 3'b011;
localparam    [2:0] ALUcontrol_slt = 3'b101;
localparam    [1:0] ALUop_mem   = 2'b00;
localparam    [1:0] ALUop_beq   = 2'b01;
localparam    [1:0] ALUop_other = 2'b10;
localparam    [1:0] ResultSrc_load = 2'b01;
localparam    [1:0] ResultSrc_ALU  = 2'b00;
localparam    [1:0] ResultSrc_jal  = 2'b10;
localparam    [1:0] ResultSrc_lui  = 2'b11;
localparam          ALUSrc_reg = 1'b0;
localparam          ALUSrc_imm = 1'b1;
localparam    [2:0] imm_Itype = 3'b000;
localparam    [2:0] imm_Stype = 3'b001;
localparam    [2:0] imm_Btype = 3'b010;
localparam    [2:0] imm_Jtype = 3'b011;
localparam    [2:0] imm_Utype = 3'b100;
localparam    [2:0] instr_addsub_funct3 = 3'b000; 
localparam    [2:0] instr_slt_funct3    = 3'b010;  
localparam    [2:0] instr_or_funct3     = 3'b110;  
localparam    [2:0] instr_and_funct3    = 3'b111;  
localparam    [6:0] instr_Rtype_op    = 7'b0110011;
localparam    [6:0] instr_lw_op       = 7'b0000011;
localparam    [6:0] instr_sw_op       = 7'b0100011;
localparam    [6:0] instr_jal_op      = 7'b1101111;
localparam    [6:0] instr_beq_op      = 7'b1100011;
localparam    [6:0] instr_ItypeALU_op = 7'b0010011;
localparam    [6:0] instr_lui_op      = 7'b0110111;
  logic do_sub;
  assign do_sub = (f == ALUcontrol_sub) | (f == ALUcontrol_slt);
  logic [31:0] b_in;
  logic [31:0] sum;
  logic        cout;
  assign b_in = do_sub ? ~b : b;
  assign {cout, sum} = a + b_in + (do_sub ? 32'd1 : 32'd0);
  logic ovf_addsub;
  always_comb begin
    unique case (1'b1)
      (f == ALUcontrol_add): ovf_addsub = (a[31] == b[31]) && (sum[31] != a[31]);
      (f == ALUcontrol_sub): ovf_addsub = (a[31] != b[31]) && (sum[31] != a[31]);
      default      : ovf_addsub = 1'b0;
    endcase
  end
  logic  slt_bit;
  assign slt_bit = sum[31] ^ ((f == 3'b111) ? ((a[31] != b[31]) && (sum[31] != a[31])) : 1'b0);
  always_comb begin
    unique case (f)
      ALUcontrol_and: result = a & b;
      ALUcontrol_or:  result = a | b;
      ALUcontrol_add: result = sum;                         
      ALUcontrol_sub: result = sum;                         
      ALUcontrol_slt: result = {31'b0, slt_bit};            
      default: result = 32'h00000000;
    endcase
  end
  assign zero     = (result == 32'h00000000);
  assign overflow = ovf_addsub;                    
  assign carry    = ((f == ALUcontrol_add) || (f == ALUcontrol_sub)) ? cout : 1'b0;
  assign negative = result[31];
endmodule
</file>
==> flow_summary.toml <==
# generated from flow reports
[worst_setup_path]
cp_data_arrival_time_ns = 11.32
cp_slowest_cell = "clkdlybuf4s50_1"
crit_chain = "clkdlybuf4s50_1 -> inv_1 -> nand2_2 -> buf_4 -> xnor2_1 -> ha_1 -> a21oi_1 -> o21ai_1 -> a221oi_1 -> a31oi_2 -> o2111ai_1 -> mux2_1 -> a221o_1 -> a221oi_2 -> nand4b_1 -> nor4b_2 -> clkdlybuf4s50_1"
cp_max_fo = 21
cp_common_cell = "clkdlybuf4s50_1"
crit_path_max_incr_delay_ns = 0.95
start_kind = "primary input"
cp.required_ns = 22.24
path_class = "in -> out"
critPathCaptureType = "output port"

[timing]
rsz0062_at_grt = "no"
relSlewSlack_pct = 50.19
min_period_ns = 16.88
whs_ns = 12.18
setup_viol = 0
drv_slew = 0
layout_setup_ws_ns = 10.92
tightest_slew_ns = 0.7448
fin_crit_sh_pct = 60.73
final.setup.tns_ns = 0
hold_violations = 0
fmax_mhz = 59.23

[pwr]
peakVddDrop_mv = 0.01466
pwr-share-seq_pct = 0
powerDensity_nw_per_um2 = 27.28
leakage_nw = 1.672
combPwrFrac_pct = 100.0
p_sw_share_pct = 51.62
switchingPower_mw = 0.06025
p_clk_share_pct = 0
intPower_mw = 0.05646

[outcome]
status = "finished clean"

[placed_design]
dp.cells = 639
place.gp.congestion = 0.9757
dp_hpwl_mm = 8.826
io_buffer_count = 103
dp_slack_ns = 10.89

[floorplan]
core_area_um2 = 7727
dieWidth_um = 91.54
dieArea_um2 = 8380
die_y_um = 91.54
initial_core_util_pct = 41.50
io_pins = 103
core.rowCount = 32

[detailed_routing]
diodes = 0
wl_per_cell_um = 17.32
vias_per_cell = 5.925
drc = 0
totalWireLength_mm = 11.07
drt_iter0_drc = 203
drt-pass1-iter-count = 4
routed-via-count = 3786
ant_nets = 0

[synthesis]
top_cells_by_count = "a21oi_1, ha_1, xnor2_1, nand2_1, o21ai_0"
synthCells = 457
yosys-top-cells-area = "ha_1, xnor2_1, a21oi_1, o21ai_0, maj3_1"
yosys.area.top_type = "ha_1"
yosys_cells = 457
synth_area_um2 = 3207
syn_area_per_cell_um2 = 7.017
top_cell = "a21oi_1"
ys_area_um2 = 3207
yosysUniqueCellTypes = 74
top_cell_area_share_pct = 14.05
synth_seq_share_pct = 0
yosysWarningCount = 1

[layout]
utilization_pct = 55.36
flop-count = 0
n_clock_buffer = 0
drive_above_1_share_pct = 5.400
final_cells = 639
n_fill_cell = 731
syn2layout_area_growth_pct = 33.40
regArea_um2 = 0

[flow_run]
tool_warnings = 36
drv_cap = 0

[clock_network]
post_cts_resized = 0
post-cts-setup-buffer-count = 0
hold_buffers = 0

[grt]
grt-ovfl-total = 0
grt_pass1_vias = 3645
grt_max_degree = 44
grt_pass1_wl_mm = 18.06
track_usage_pct = 27.08
antenna_found_initial = 0

[hold_path]
hold_path_depth = 4
whs_endpoint = "result[1]"
hold_class = "in -> out"
hold_start = "a[1]"
## routing by layer
metal / wire (um) / vias up / track usage, % / part of all wire (%)
met5: 0 / - / 0 / 0
met4: 163 / 0 / 3.836 / 1.5
met3: 469 / 12 / 1.871 / 4.2
met2: 5391 / 115 / 47.74 / 49
met1: 5041 / 1753 / 36.82 / 46
li1: - / 1906 / - / -
## layout make-up
type / count / area, um^2 / share of cell area (%)
Inverter: 15 / 56.30 / 1.316
Multi-Input combinational cell: 415 / 3033 / 70.90
Tap cell: 102 / 127.6 / 2.983
Timing Repair Buffer: 107 / 1061 / 24.80
## power by group through the flow
stage         sequential, mW  combinational [mW]  clock, mW
CTS                        0               0.116          0
global route               0               0.128          0
finish                     0               0.117          0
## cell usage in the layout (no fill, tap or decap), drive strengths merged, types with 9 or more instances in the layout
master / Yosys / layout
nor2: 28 / 28
maj3: 14 / 14
nand2: 31 / 31
a21oi: 47 / 47
nor3: 12 / 12
clkdlybuf4s50: 0 / 103
inv: 15 / 15
xor2: 11 / 11
a21o: 16 / 16
ha: 36 / 36
o21ai: 34 / 34
xnor2: 36 / 36
nand3: 15 / 15
nand4: 9 / 9
## how the worst max path moves through the flow
stage                 startpoint    to  slack, ns  cells past startpoint
after global routing        f[1]  zero      10.50                     17
final                       f[1]  zero      10.92                     17
after CTS                   f[1]  zero      10.87                     17
## critical path, delay by kind of cell
family	cells	cell delay (ns)
buffers and inverters	4	2.17
AOI/OAI and AO/OA	7	1.88
and+or+nand+nor	3	0.86
muxes	1	0.35
adders and majority gates	1	0.31
xor gates and xnor gates	1	0.17
## metrics by stage
step	cell area, um^2	total power [mW]
after floorplan	3207	0.07383
after global placement	4278	0.1159
after detailed placement	4278	0.1154
after CTS	4278	0.1163
after global routing	4278	0.1284
final	4278	0.1167
## cell families (layout without fill, tap and decap cells)
kind of cell,after synthesis,in the layout,synth area share (%)
compound gates,167,167,36.01
xor+xnor,47,47,12.84
fa+ha+maj,51,51,19.12
buf+inv,42,122,5.501
mux,7,7,2.263
simple gates,143,143,24.27
No activity file was given, so power comes from the tool's default toggle rates.
